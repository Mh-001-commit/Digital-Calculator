**/design/flow/design.v**
```verilog
module break(
input [14:0] num,
output  [3:0] A1000, A100, A10, A1
    );
assign A1=num%10;
assign A10=(num/10)%10;
assign A100=(num/100)%10;
assign A1000=(num/1000);
endmodule
```
**/design/flow/run.sh**
```bash
#!/bin/bash
# OpenROAD 26Q1-2900-gdf79404cd8, Yosys 0.63+post, stock flow scripts
make -C /OpenROAD-flow-scripts/flow DESIGN_CONFIG=/design/flow/config.mk WORK_HOME=/design/flow/orfs finish
```
**/design/flow/config.mk**
```make
export PLATFORM = sky130hd
export DESIGN_NAME = break
export DESIGN_NICKNAME = break
export VERILOG_FILES = /design/flow/design.v
export SDC_FILE = /design/flow/constraint.sdc
export NUM_CORES = 4
export LEC_CHECK = 1
export CORE_AREA = 10 10 110 110
export DIE_AREA = 0 0 120 120
```
**/design/flow/constraint.sdc**
```tcl
current_design break

set clk_period 16.2
set clk_io_pct 0.2

create_clock -name clk0 -period $clk_period

set non_clock_inputs [all_inputs -no_clocks]
set_input_delay [expr $clk_period * $clk_io_pct] -clock clk0 $non_clock_inputs
set_output_delay [expr $clk_period * $clk_io_pct] -clock clk0 [all_outputs]
```
==> flow_summary_export.csv <==
group,metric,value,unit
synthesis,ys_chip_area,0.00879,sq mm
place,gp_congestion,1.16,
synthesis,synth.avg_cell_area,6.27,sq um
synthesis,ys_cells,1402,
place,dpl.hpwl,23.3,mm
synthesis,synth_cell_types,117,
synthesis,yosys_warnings,0,
place,dpl.cell_count,1495,
sta,worst_endpoint,"A100[3]",
die,die_h,120,um
synthesis,synthTopCellsByCount,"138 x nand2_1, 138 x nor2_1, 107 x a21oi_1, 104 x o21ai_0, 63 x clkbuf_1",
synthesis,synth_seq_share,0,%
die,io_pins,31,
die,rows,36,
place,dp_slack,-0.0243,ns
clocking,cts_hold_buf,0,
synthesis,synth_top_cell_by_area,"a21oi_1",
outcome,stop_stage,"global routing",
sta,worst_endpoint_kind,"top-level output",
synthesis,yosysTopAreaCellShare,6.09,%
place,portBuffers,31,
die,initial_core_util,90.0,%
global_route,grt_start_max_net_pins,42,
synthesis,netlist_instances,1402,
die,die_w,120,um
synthesis,synth_area,0.00879,sq mm
outcome,status,"did not finish",
clocking,cts_setup_buffers,0,
outcome,first-error,"[ERROR DPL-0036] Detailed placement failed.",
synthesis,topCellsByArea,"a21oi_1 6.1%, o21ai_0 5.9%, nand2_1 5.9%, nor2_1 5.9%, xnor2_1 5.1%",
## what timing repair did
action / CTS
endpoints found under the hold margin: 0
setup endpoints to repair: 2
gates resized: 2
## stage by stage
step / area [sq um] / total power, mW
after floorplan: 8790 / 0.810
after global placement: 9050 / 1.02
after detailed placement: 9050 / 1.07
after CTS: 9060 / 1.07
## kinds of logic after synthesis
kind of cell / after synthesis / synth area share (%)
adders and majority gates: 17 / 2.16
muxes: 30 / 3.81
and+or+nand+nor: 576 / 34.2
xor gates and xnor gates: 59 / 5.88
AOI/OAI and AO/OA: 574 / 46.5
buffers and inverters: 146 / 7.43
Power is estimated from default activity; no workload was simulated.
