[design/flow/run.sh]
#!/bin/bash
# OpenROAD 26Q1-2900-gdf79404cd8, Yosys 0.63+post, stock flow scripts
make -C /OpenROAD-flow-scripts/flow DESIGN_CONFIG=/design/flow/config.mk WORK_HOME=/design/flow/orfs finish
[design/flow/constraint.sdc]
current_design Calc

set clk_period 21.0
set clk_io_pct 0.2

create_clock -name clk0 -period $clk_period [get_ports {clk}]

set non_clock_inputs [all_inputs -no_clocks]
set_input_delay [expr $clk_period * $clk_io_pct] -clock clk0 $non_clock_inputs
set_output_delay [expr $clk_period * $clk_io_pct] -clock clk0 [all_outputs]
[design/flow/design.v]
module  Calc( 
input clk,
input [3:0] A10, A1, B10, B1,
input [2:0] operation,
output reg signed [14:0] outRes,
output reg flag=0
    );
wire [6:0]A,B;
Concatenate first(A10,A1,A);
Concatenate second(B10,B1,B);
always @(posedge clk) begin
case(operation) 
0 : begin           
flag=0;
outRes= B1+B10*10+A1*100+A10*1000;
end
1 : begin
outRes=A+B;
flag=0;
end
2 : begin
flag=0;
if(A>=B)
outRes=A-B;
else begin 
outRes=A-B;
 flag=1;
end
end
3 : begin
flag=0;
outRes=A*B;
end
4 : begin
flag=0;
outRes=A/B;
end
default: begin           
flag=0;
outRes= B1+B10*10+A1*100+A10*1000;
end
endcase
end
endmodule
module Concatenate(
input [3:0] x10, x1,
output [6:0] out);
assign out = x10*(4'd10)+x1;
endmodule
[design/flow/config.mk]
export PLATFORM = sky130hd
export DESIGN_NAME = Calc
export DESIGN_NICKNAME = Calc
export VERILOG_FILES = /design/flow/design.v
export SDC_FILE = /design/flow/constraint.sdc
export NUM_CORES = 4
export LEC_CHECK = 1
export CORE_UTILIZATION = 30
==> run notes <==
Physical implementation

For the worst setup path, the data required time is between 20000 and 25000 ps. The number of distinct library cells after synthesis is a little under 100. The congestion estimate from routability-driven global placement came to a little under 1.

The final reports fail on setup timing. TritonRoute reported its final design rule violation total as 0. The cell repeated most along the worst path is sky130_fd_sc_hd__o21a_1.

The CTS H-tree depth is 1. The worst hold path was traced through 6 stages. For the worst min-delay path, the startpoint reported by OpenROAD is B10[1]. The smallest clock period supported by the final layout is computed as 25040 ps. Warnings reported by Yosys during synthesis add up to 1.

The area occupied by registers is between 300 and 400 um^2. The longest incremental delay of any stage on the critical path is reported as approximately 550 ps. Yosys stat counts 1199 cells in the synthesized netlist. The area recorded from the Yosys report for this design is 9440 um^2.

For this design, the CTS-stage hold fixing added 0 buffers. The relative slew slack is 40.82%. The share of the core filled with cells is 47.60%. The highest-delay cell along the critical path is sky130_fd_sc_hd__fa_2. In this run the clock root is driven by a sky130_fd_sc_hd__clkbuf_16.

The number of placement rows is 64. The number of clock sinks is 16. The core area is 30750 um^2. The floorplan step set the die width to 179.4 um.

The post-synth register bit count is 16. The multi-input gate area in the final layout is 9563 um^2. Entering global routing, the biggest net connects 18 pins. The run finished, with violations left.

Per the detail_route report, inserted antenna diodes total 0. In this run the tools logged warnings totalling 46. Hold-check failures listed in the final report amount to 0.

The TritonCTS buffer count is 3. The height of the die is 179.4 um. According to the hold report, the worst path is of the in -> reg type. The hold path endpoint is outRes[2].

The critical path contains buffers and inverters numbering 7 combined. In this run the deepest clock path goes through 2 buffers. Per the detail_route report, routed wire per instance is 15.36 um.

The number of antenna violations at the first check in global routing is 0. The combined global-route utilization of all metal layers is 20.51%. Counting flops with an async set or reset pin after synthesis yields a share of 0%. The via total after detailed routing is 10632.

The floorplan step defined a die boundary enclosing 32180 um^2. The first global-routing pass estimated 51.89 mm of wire. Setup repair after global routing could not meet its margin everywhere. After detailed routing, the number of vias per cell comes to about 5.1.

The aggregate global routing overflow is 0. The total setup violations reported at the end of the flow is 3. The run reported a max-capacitance violation count of 0. Per the placement log, port buffering inserted 35 buffers. The critical path is of the in -> reg type. The registers of the reported paths see a clock transition of 90 ps.

The number of global-route vias before repair was 10373. Summing the sequential cell areas from Yosys gives 3.393% of the chip area. The dominant synthesized flop cell is sky130_fd_sc_hd__dfxtp_1. The area growth from synthesis to final layout is 55.03%. The sum of routed wire length over all layers is 31.77 mm. The most critical hold endpoint after final layout shows a slack of 4794 ps. The OpenROAD report gives the critical path a data arrival time of about 25000 ps. Note, the detailed placer reported a final HPWL of around 24 mm.

The post-route non-filler standard cell count is 2068. The critical path capture point type is a flip-flop. 36 I/O pins were placed. The maximum clock frequency is 39.94 MHz. Synthesis produced a netlist whose cell count is about 1200. Per the post-synthesis stats, the area per cell is 7.873 um^2. The fraction of the core area occupied by cells at floorplan is between 30% and 40%. TritonCTS built the clock tree. The synthesized design contains 0 enable-type register cells. In the post-route analysis, the smallest setup slack over all paths is -4041 ps.

The cell area after technology mapping is 9440 um^2. Of the cells placed in the final design, the portion with a size suffix greater than 1 is 37.44%. The type of element launching the critical path is an input pin. Of all nets on the critical path, the largest fanout is 6. The count of nets left with antenna violations after detail routing is 0. The total negative slack for setup checks is -7032 ps. The max-slew violation total from the final report is 0. The detailed-router iteration count before antenna repair is 7. The kind of cell adding the most delay to the critical path is AND-OR/OR-AND gates.

The share of the cycle needed by the critical path after routing is 119.2%. The transition time recorded at the tightest slew-check pin is 865.4 ps.

Counting tap cells, the placed design contains a total of 1917 instances. Fill cells in the final layout number between 2000 and 3000. The number of design-rule violations left by the first detailed-router iteration is 458.
[layout by cell type (no fill, tap or decap), drive strengths merged, types with 17 or more instances in the layout]
| cell | count |
|---|---|
| nor3 | 52 |
| ha | 190 |
| a21oi | 70 |
| a21o | 29 |
| clkdlybuf4s50 | 29 |
| nand2b | 22 |
| fa | 46 |
| inv | 118 |
| buf | 447 |
| nor2b | 17 |
| o31ai | 20 |
| xnor2 | 49 |
| o21ai | 59 |
| mux2 | 19 |
| xor2 | 24 |
| o21a | 44 |
| nor2 | 92 |
| nand2 | 98 |
[per-layer routing]
layer | global-route usage, % | wire length [um] | part of all wire, %
met5 | 0 | 0 | 0
met4 | 2.346 | 470 | 1.5
met3 | 3.075 | 1759 | 5.5
met2 | 34.97 | 15090 | 47
met1 | 28.36 | 14450 | 45
[sequential cells by signal, indices dropped and copies added, names as in the netlist]
name,count
flag,1
outRes,15
[cells by family (layout without fill, tap and decap cells)]
| family | count (synthesis) | count (layout) | share of synthesized area [%] |
|---|---|---|---|
| AND/OR/NAND/NOR | 367 | 368 | 19.62 |
| buffers and inverters | 136 | 601 | 5.633 |
| other | 1 | 8 | 0.03972 |
| AND-OR/OR-AND | 338 | 338 | 25.50 |
| adder cells (fa/ha/maj) | 239 | 239 | 35.27 |
| flip-flops | 16 | 16 | 3.393 |
| XOR/XNOR | 74 | 74 | 7.091 |
| multiplexers | 28 | 28 | 3.459 |
[worst max path at each step]
stage | startpoint | end | slack (ps) | cells past startpoint
4_1_cts | B10[1] | outRes[0] | -3560 | 119
5_1_grt | B10[1] | outRes[0] | -5230 | 114
6_report | B10[1] | outRes[0] | -4040 | 113
[metrics by stage]
step	setup slack [ps]	cell area, um^2
after floorplan	-4908	9831
after global placement	-4897	12770
after detailed placement	-5185	12770
after CTS	-3557	14100
after global routing	-5230	14640
final	-4041	14640
[what timing repair did]
action | in CTS | in global routing
resized | 103 | 55
endpoints found under the setup margin | 3 | 3
buffers inserted | 115 | 37
pin swaps | 88 | 80
gates cloned | 1 | 0
[synthesized netlist by cell type (21+ instances only)]
cell	number	area, um^2
sky130_fd_sc_hd__fa_1	46	920.9
sky130_fd_sc_hd__inv_1	116	435.4
sky130_fd_sc_hd__xor2_1	23	201.4
sky130_fd_sc_hd__nand2b_1	21	131.4
sky130_fd_sc_hd__o21ai_0	56	280.3
sky130_fd_sc_hd__a21o_1	29	217.7
sky130_fd_sc_hd__xnor2_1	49	429.2
sky130_fd_sc_hd__nor3_1	51	255.2
sky130_fd_sc_hd__nand2_1	97	364.1
sky130_fd_sc_hd__o21a_1	44	330.3
sky130_fd_sc_hd__ha_1	190	2377
sky130_fd_sc_hd__nor2_1	91	341.6
sky130_fd_sc_hd__a21oi_1	69	345.3
[area by class of cell]
type	count	share of cell area (%)
Inverter	119	3.069
Timing Repair Buffer	478	25.41
Tap cell	396	3.385
Clock buffer	4	0.6070
Sequential cell	16	2.189
Multi-Input combinational cell	1055	65.34
