==> ./design.v <==
module adderSub(input [3:0] A10, A1, B10, B1, cin, output [3:0] sum10 , sum1, cout
    );
    wire[6:0] w;
        FA u1(A1[0], B1[0]^cin, cin, sum1[0], w[0]);
        FA u2(A1[1], B1[1]^cin, w[0], sum1[1], w[1]);
        FA u3(A1[2], B1[2]^cin, w[1], sum1[2], w[2]);
        FA u4(A1[3], B1[3]^cin, w[2], sum1[3], w[3]);
        FA u5(A10[0], B1[0]^cin, w[3], sum10[0], w[4]);
        FA u6(A10[1], B1[1]^cin, w[4], sum10[1], w[5]);
        FA u7(A10[2], B1[2]^cin, w[5], sum10[2], w[6]);
        FA u8(A10[3], B1[3]^cin, w[6], sum10[3], cout);
endmodule
module FA(input in1, in2, cin, output sum, cout);
    wire ha1_s, ha2_s, ha1_c, ha2_c;
    wire sum, cout;
    HA hal(in1, in2, ha1_s, ha1_c);
    HA ha2(cin, ha1_s, ha2_s, ha2_c);
    assign sum=ha2_s;
    assign cout= ha1_c | ha2_c;
endmodule
module HA(input in1 ,in2, output sum, cout);
    and(cout, in1, in2);
    xor(sum, in1, in2);
endmodule
==> ./run.sh <==
#!/bin/bash
# OpenROAD 26Q1-2900-gdf79404cd8, Yosys 0.63+post, stock flow scripts
make -C /OpenROAD-flow-scripts/flow DESIGN_CONFIG=/design/flow/config.mk WORK_HOME=/design/flow/orfs finish
==> ./config.mk <==
export PLATFORM = sky130hd
export DESIGN_NAME = adderSub
export DESIGN_NICKNAME = adderSub
export VERILOG_FILES = /design/flow/design.v
export SDC_FILE = /design/flow/constraint.sdc
export NUM_CORES = 4
export LEC_CHECK = 1
export CORE_AREA = 10 10 70 70
export DIE_AREA = 0 0 80 80
==> ./constraint.sdc <==
current_design adderSub

set clk_period 6.1
set clk_io_pct 0.2

create_clock -name clk0 -period $clk_period

set non_clock_inputs [all_inputs -no_clocks]
set_input_delay [expr $clk_period * $clk_io_pct] -clock clk0 $non_clock_inputs
set_output_delay [expr $clk_period * $clk_io_pct] -clock clk0 [all_outputs]
==> results.txt <==
flow finished, numbers: final std cells w/o fill=102, yosys cell count=40, yosys warning tally=10, Final Hold Violation Tally=0, Power Density=109.7 nW/um^2, mapped cell area=357.8 um^2, WP data arrival=4.74 ns, first-pass GRT wire length=1304 um, FMAX=167.8 MHz, Max FO, Critical Path=2, clock buffer count=0, Antenna Violating Nets Remaining=0, vertical die size=80 um, CP dominant cell by count=fa_2, DRT iter0 DRCs=2, Pleak=0.0002604 uW, outcome=complete, no violations, Slowest Stage Delay on Critical Path=0.50 ns, yosys synthesis chip area=357.8 um^2, chip footprint=6400 um^2, largest net degree at the start of global routing=5, initial core utilization=0.1048, Placed Instances=102, area of the core=3416 um^2, placed cell area=579.3 um^2, Worst path slowest cell=clkdlybuf4s50_1, Pins Over Slew Limit=0, Seq. cell area=0 um^2, initial antenna violation count=0, HP Class=in -> out, drt first pass iters=2, boundary pin count=32, mean area per synthesized cell=8.946 um^2, post-layout period usage=0.9772, max-cap violations=0, share of cells above drive strength 1=0.2143, Detailed Route WL=850 um, wire per inst=8.333 um, DR vias/cell=2.510, Remaining DRCs=0, post-CTS setup repair buffer count=0, I/O Buffers=22, chip width=80 um, final setup violation count=0, Vias=256, CP Class=in -> out, CP Capture Type=output pin, total grt overflow=0, Ant. Diodes=0, Final GP Congestion=0.6926, unrepaired setup endpoints after global routing=no, synthesis-to-finish area growth=67.48%, post-layout util=0.1755, Tot GR Track Use=0.02538, FF+latch count=0, setup_tns=0 ns, Unique cell types=8, cell count after synthesis=40, Min-Delay Path Depth=4, Post-DP HPWL=831.3 um, tool warning count=39, startpoint types=input pin, Core Rows=21, Tmin final=5.961 ns, maximum vdd drop=0.02904 mV, vias in the first global route=299, critical-path cell list=clkdlybuf4s50_1 > mux2i_2 > fa_2 > fa_2 > fa_2 > fa_2 > fa_2 > inv_1 > fa_2 > fa_1 > clkdlybuf4s50_1, Synth Seq Share=0, CP Data Required Time=4.88 ns, final instance area=599.3 um^2
## synth_stat cells
| master | n | area, um^2 |
|---|---|---|
| conb_1 | 1 | 3.750 |
| mux2i_1 | 1 | 10.01 |
| inv_1 | 11 | 41.29 |
| buf_4 | 12 | 90.09 |
| fa_1 | 7 | 140.1 |
| xor2_1 | 3 | 26.28 |
| xnor2_1 | 4 | 35.03 |
| buf_6 | 1 | 11.26 |
## worst max-delay path, delay by kind of cell
kind | cells | cell delay, ns
adders and majority gates | 7 | 2.44
buffers and inverters | 3 | 1.00
muxes | 1 | 0.09
## cell families (layout without fill, tap and decap cells)
family       count (synthesis)  after routing  synth area share
fa+ha+maj                    7              7            0.3916
mux                          1              1           0.02797
buf+inv                     24             38            0.3986
xor+xnor                     7              7            0.1713
other cells                  1              3           0.01048
## cells in the final DEF, fill, tap and decap left out
master / n
xnor2_1: 4
dlymetal6s2s_1: 1
clkdlybuf4s50_1: 20
buf_4: 5
xor2_1: 3
mux2i_2: 1
conb_1: 3
inv_1: 11
dlygate4sd2_1: 1
fa_1: 1
fa_2: 6
## layout make-up
| cell class | instances | area, um^2 |
|---|---|---|
| fill | 396 | 2816 |
| inverter | 11 | 41.29 |
| multi-input combinational | 18 | 241.5 |
| tap | 46 | 57.56 |
| timing repair buffer | 27 | 259.0 |
## stage by stage
stage | power [uW] | setup slack [ns] | hold WS, ns
finish | 65.75 | 0.1392 | 3.166
global placement | 66.35 | -0.2674 | 3.492
floorplan | 40.11 | 0.6631 | 2.589
global route | 76.66 | 0.007625 | 3.191
CTS | 68.39 | 0.03548 | 3.500
detailed placement | 66.51 | -0.2605 | 3.494
## power breakdown
part	internal (uW)	leakage [uW]	switching (uW)
Sequential	0	0	0
Clock	0	0	0
Combinational	45.6	0.000260	20.1
## worst paths after layout
path | from | endpoint | slack [ns]
max | A1[0] | sum10[3] | 0.14
min | B1[0] | sum1[0] | 3.17
## layer usage
layer,track usage,routed length [um]
met1,0.03378,377
met2,0.03692,306
met3,0.01477,165
met4,0,0
met5,0,0
## repair_timing
action                     4_1_cts  5_1_grt
hold buffers                     0        0
resized                          6        3
pin swaps                        2        2
cloned                           0        0
setup endpoints to repair        3        1
Power is estimated from default activity; no workload was simulated.
